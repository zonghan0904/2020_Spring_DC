### flow/config.mk
export PLATFORM = sky130hd
export DESIGN_NAME = BCD_ALU
export DESIGN_NICKNAME = BCD_ALU
export VERILOG_FILES = /design/flow/design.v
export SDC_FILE = /design/flow/constraint.sdc
export NUM_CORES = 4
export LEC_CHECK = 1
export CORE_UTILIZATION = 30
### flow/constraint.sdc
current_design BCD_ALU

set clk_period 12.0
set clk_io_pct 0.2

create_clock -name clk0 -period $clk_period

set non_clock_inputs [all_inputs -no_clocks]
set_input_delay [expr $clk_period * $clk_io_pct] -clock clk0 $non_clock_inputs
set_output_delay [expr $clk_period * $clk_io_pct] -clock clk0 [all_outputs]
### flow/design.v
module BCD_ALU(input [1:0] OP, input [15:0] A, input [15:0] B, output [15:0] C);
reg [15: 0] ain, bin, cout;
reg [15: 0] comp;
always @(OP, A, B) begin
    ain = A[15-:4] * 1000 + A [11-:4] * 100 + A[7-:4] * 10 + A[3-:4];
    bin = B[15-:4] * 1000 + B [11-:4] * 100 + B[7-:4] * 10 + B[3-:4];
    comp = (9 - A[15-:4]) * 1000 + (9 - A[11-:4]) * 100 + (9 - A[7-:4]) * 10 + (9 - A[3-:4]);
    if (A[15-:4] > 9 || A[11-:4] > 9 || A[7-:4] > 9 || A[3-:4] > 9) cout = 16'hCCCC;
    else if (B[15-:4] > 9 || B[11-:4] > 9 || B[7-:4] > 9 || B[3-:4] > 9) cout = 16'hCCCC;
    else if (OP == 2'b00) cout  = ain + bin;
    else if (OP == 2'b01) cout = ain - bin;
    else if (OP == 2'b10) cout = comp;
    else if (OP == 2'b11) begin
	if (ain > bin) cout = 16'h0001;
	else if (ain < bin) cout = 16'hFFFF;
	else cout = 16'h0000;
    end
end
assign C = cout;
endmodule
### flow/run.sh
#!/bin/bash
# OpenROAD 26Q1-2900-gdf79404cd8, Yosys 0.63+post, stock flow scripts
make -C /OpenROAD-flow-scripts/flow DESIGN_CONFIG=/design/flow/config.mk WORK_HOME=/design/flow/orfs finish
==> load_flow_metrics.sql <==
-- physical implementation figures
INSERT INTO impl_metrics (metric_group, metric, value, unit) VALUES
('run_status', 'status', 'completed', ''),
('floorplanning', 'floorplan.rows', '60', ''),
('synth', 'register_bit_total_from_synthesis', '16', ''),
('global_routing', 'grt_antenna_before_repair', '0', ''),
('global_routing', 'first_pass_grt_wire_length', '29.26', 'mm'),
('run', 'maxCapViolations', '0', ''),
('floorplanning', 'floorplan.die_area', '28140', 'um^2'),
('drt', 'routed_wirelength', '17.42', 'mm'),
('drt', 'viasPerCell', '4.629', ''),
('timing', 'hold_viol_final', '0', ''),
('synth', 'synth.cell_area', '8240', 'um^2'),
('global_routing', 'track_usage', '12.99', '%'),
('final_layout', 'final_layout_size_suffix_gt1_share', '7.164', '%'),
('floorplanning', 'floorplanUtilization', '30.58', '%'),
('synth', 'postSynth.topFlopCell', 'sky130_fd_sc_hd__dlxtn_1', ''),
('synth', 'yosysCellCount', '968', ''),
('timing', 'timing.slew.headroom', '58.39', '%'),
('run', 'log.warning_count', '77', ''),
('timing', 'max_freq', '0.08562', 'GHz'),
('drt', 'drt-initial-drc-count', '231', ''),
('synth', 'yosys-stat-area', '8240', 'um^2'),
('setup_path', 'crit_path_top_delay_cell', 'sky130_fd_sc_hd__fa_1', ''),
('synth', 'avgSynthCellArea', '8.513', 'um^2'),
('global_routing', 'grt_overflow_total', '0', ''),
('synth', 'ys_async_sr_fraction', '0', '%'),
('clocking', 'cts_hold_buf', '0', ''),
('drt', 'route.vias.total', '6295', ''),
('setup_path', 'timing_worst_setup_path_type', 'in2out', ''),
('floorplanning', 'placeableCoreArea', '26950', 'um^2'),
('synth', 'synth_cell_type_count', '68', ''),
('floorplanning', 'die_y', '167.7', 'um'),
('synth', 'post_synth_inst_count', '968', ''),
('final_layout', 'area.growth.synth_to_final', '14.74', '%'),
('synth', 'enable_flop_cells', '0', ''),
('timing', 'finalCritPeriodShare', '97.33', '%'),
('setup_path', 'cp.arrival', '9.28', 'ns'),
('timing', 'unclocked_regs', '16', ''),
('drt', 'drt_first_pass_iters', '5', ''),
('setup_path', 'worst_setup_path_endpoint', 'C[14]', ''),
('drt', 'drtAntennaViolNets', '0', ''),
('global_routing', 'pin_count_of_the_biggest_net_entering_global_routing', '32', ''),
('place', 'dpl.hpwl', '15.30', 'mm'),
('setup_path', 'setup.worst_path.start', 'A[13]', ''),
('final_layout', 'instances_no_fill', '1360', ''),
('place', 'placedCellCount', '1359', ''),
('setup_path', 'slowest_delay', '0.51', 'ns'),
('drt', 'antenna_cells_inserted', '0', ''),
('drt', 'residual_drc', '0', ''),
('place', 'port_buffers', '50', ''),
('timing', 'timing_worst_slew_pin_value', '0.6184', 'ns'),
('timing', 'finalMaxSlewViolations', '0', ''),
('global_routing', 'number_of_global_route_vias_before_repair', '6022', ''),
('floorplanning', 'chipWidth', '167.7', 'um'),
('setup_path', 'worst-path-max-fanout', '6', ''),
('timing', 'finalSetupViolCount', '0', ''),
('final_layout', 'largest_register_ffs', '16', ''),
('timing', 'layout_min_cycle_time', '11.68', 'ns'),
('timing', 'untimed_endpoints', '16', ''),
('synth', 'yosysWarningCount', '1', ''),
('place', 'gp_congestion', '0.9286', ''),
('setup_path', 'start_kind', 'primary input', ''),
('drt', 'wl_per_cell', '12.81', 'um'),
('setup_path', 'timing.critical_path.required', '9.60', 'ns'),
('setup_path', 'critPathCaptureType', 'output port', ''),
('floorplanning', 'pin_count', '50', '');
stage by stage:
stage | instance area, um^2 | util (%) | TNS, ns | worst slack, ns
6_report | 9455 | 35.08 | 0 | 0.3209
5_1_grt | 9455 | 35.08 | -0.06457 | -0.03270
4_1_cts | 9286 | 34.46 | 0 | 0.01226
3_5_place_dp | 9173 | 34.03 | -7.709 | -1.433
3_3_place_gp | 9173 | 34.03 | -7.001 | -1.361
2_1_floorplan | 8297 | - | 0 | 0.6828
layout by cell type, fill, tap and decap left out, drive strengths merged, types with 10 or more instances in the layout:
cell type,Yosys,final
a21oi,57,57
nand2,45,45
ha,208,208
nand3,13,13
nor3,17,17
o21ai,48,48
xnor2,62,62
conb,1,16
clkdlybuf4s50,0,38
a21o,18,18
dlxtn,16,16
xor2,27,27
nor2,40,40
o21a,10,10
inv,187,185
fa,78,78
nor2b,12,12
cell type report:
| cell class | instances | area, um^2 |
|---|---|---|
| fill | 2696 | 17500 |
| sequential | 16 | 240.2 |
| timing repair buffer | 55 | 568.0 |
| multi-input combinational | 761 | 7496 |
| tap | 341 | 426.7 |
| inverter | 187 | 724.4 |
cells in the mapped netlist (all sizes together) (12+ instances only):
| library cell | count | share of area (%) |
|---|---|---|
| nand3 | 13 | 0.79 |
| nor3 | 17 | 1.0 |
| a21oi | 57 | 3.5 |
| fa | 78 | 19 |
| ha | 208 | 32 |
| inv | 187 | 8.5 |
| a21o | 18 | 1.6 |
| o21ai | 48 | 2.9 |
| dlxtn | 16 | 2.9 |
| nor2 | 40 | 1.9 |
| nand2 | 45 | 2.1 |
| xor2 | 27 | 2.9 |
| xnor2 | 62 | 6.7 |
| clkbuf | 13 | 0.59 |
| nor2b | 12 | 0.91 |
metal layers:
layer  GRT usage, %  share of wire, %  vias up
met5              0                 0        -
met4         0.8377              0.82        0
met3         0.7463               2.5        6
met2          21.56                46       97
met1          19.69                51     2867
li1               -                 -     3325
repair_timing:
action / in CTS / in global routing
cloned: 0 / 1
buffers inserted: 0 / 0
pin swaps: 16 / 34
endpoints found under the setup margin: 16 / 4
resized: 48 / 39
critical path, delay by kind of cell:
family | cells | cell delay (ns)
AND/OR/NAND/NOR | 4 | 0.55
adder cells (fa/ha/maj) | 10 | 3.60
XOR/XNOR | 2 | 0.38
latches | 1 | 0.37
buffers and inverters | 11 | 1.15
AND-OR/OR-AND | 5 | 0.81
logic make-up after synthesis:
group / count (synthesis) / synth area share (%)
XOR/XNOR: 90 / 9.839
latches: 16 / 2.915
adder cells (fa/ha/maj): 286 / 50.53
other: 1 / 0.04551
multiplexers: 6 / 0.7592
AND-OR/OR-AND: 209 / 17.49
buffers and inverters: 206 / 9.505
AND/OR/NAND/NOR: 154 / 8.913
