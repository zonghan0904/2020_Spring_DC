==> ./design.v <==
module subseq_sum(input clk,
	          input rst,
		  input valid_in,
		  input signed [7:0] data_in,
		  output valid_out,
		  output unsigned [11:0] max_sum);
    parameter IDLE  = 3'b000;
    parameter READ  = 3'b001;
    parameter INIT  = 3'b010;
    parameter STEP3 = 3'b011;
    parameter STEP4 = 3'b100;
    parameter STEP5 = 3'b101;
    parameter STEP6 = 3'b110;
    parameter OUTP  = 3'b111;
    reg [2:0] curr_state;
    reg [2:0] next_state;
    reg _rst;
    reg vout;
    reg signed [7:0] data_array [0:7];
    reg signed [11:0] m_sum;
    reg signed [11:0] sum;
    reg signed [11:0] p_sum;
    reg [3:0] count, i;
    always@(posedge clk) begin
	if (~_rst && rst) begin
	    curr_state <= IDLE;
	end
	else curr_state <= next_state;
	_rst <= rst;
    end
    always@(*) begin
	case(curr_state)
	    IDLE    : if (valid_in) next_state = READ;
		      else begin
			count = 0;
			if (_rst) begin
			    vout = 0;
			    m_sum = 0;
			end
			else if (vout) begin
			    vout = 0;
			    m_sum = 0;
			end
			next_state = IDLE;
		      end
	    READ    : if (count < 8) begin
			data_array[count] = data_in;
			count = count + 1;
			next_state = READ;
		      end
		      else next_state = INIT;
	    INIT    : begin
			i = 0;
			p_sum = 0;
			sum = 0;
			next_state = STEP3;
		      end
	    STEP3   : begin
			p_sum = p_sum + data_array[i];
			next_state = STEP4;
		      end
	    STEP4   : begin
			if (p_sum < 0) p_sum = 0;
			next_state = STEP5;
		      end
	    STEP5   : begin
			if (sum < p_sum) sum = p_sum;
			next_state = STEP6;
		      end
	    STEP6   : begin
			if (i < 8) begin
			    i = i + 1;
			    next_state = STEP3;
			end
			else next_state = OUTP;
		      end
	    OUTP    : begin
			vout = 1;
			m_sum = sum;
			next_state = IDLE;
		      end
	    default : next_state = IDLE;
	endcase
    end
    assign valid_out = vout;
    assign max_sum = m_sum;
endmodule
==> ./run.sh <==
#!/bin/bash
# OpenROAD 26Q1-2900-gdf79404cd8, Yosys 0.63+post, stock flow scripts
make -C /OpenROAD-flow-scripts/flow DESIGN_CONFIG=/design/flow/config.mk WORK_HOME=/design/flow/orfs finish
==> ./config.mk <==
export PLATFORM = sky130hd
export DESIGN_NAME = subseq_sum
export DESIGN_NICKNAME = subseq_sum
export VERILOG_FILES = /design/flow/design.v
export SDC_FILE = /design/flow/constraint.sdc
export NUM_CORES = 4
export LEC_CHECK = 1
export CORE_UTILIZATION = 50
==> ./constraint.sdc <==
current_design subseq_sum

set clk_period 1.7
set clk_io_pct 0.2

create_clock -name clk0 -period $clk_period [get_ports {clk}]

set non_clock_inputs [all_inputs -no_clocks]
set_input_delay [expr $clk_period * $clk_io_pct] -clock clk0 $non_clock_inputs
set_output_delay [expr $clk_period * $clk_io_pct] -clock clk0 [all_outputs]
==> flow_metrics.tcl <==
# implementation run metrics
set metrics [dict create \
    ys_warn_count 55 \
    drive_gt1_share_pct 2.84 \
    die_area_sq_um 7990 \
    worst_pin_slew_ns 0.739 \
    required_ns 1.82 \
    async_flop_share_pct 0 \
    clock-skew-final_ns 0.00126 \
    drt-total-wl_um 7280 \
    max-vdd-ir-drop_mv 0.355 \
    place_hpwl_um 5700 \
    arrival_ns 1.31 \
    max_clock_freq_mhz 841 \
    clk_path_buf_depth 2 \
    cts-root-buf "clkbuf_8" \
    untimed_endpoints 122 \
    cts_setup_buffers 0 \
    grt_max_degree 18 \
    rsz0062_at_grt "no" \
    fp.dieH_um 89.4 \
    drc 0 \
    unclocked_pins 109 \
    ctsHoldBuffers 0 \
    gp_congestion 0.871 \
    total_leakage_power_nw 1.88 \
    reg2reg_to "curr_state[4]" \
    edf_count 0 \
    hp-start "curr_state[2]" \
    cts_tree "yes" \
    ys_cells 409 \
    hold_depth 2 \
    period_needed_ns 1.19 \
    die_x_um 89.4 \
    ios 24 \
    antenna_found_initial 0 \
    grt_overflow 0 \
    grt_use_total_pct 19.4 \
    row_count 31 \
    post_drt_wl_per_cell_um 14.0 \
    hp-class "reg -> reg" \
    cts-resized-gates 0 \
    cts_buffers 3 \
    p_per_area_nw_per_um2 267 \
    initialDrtViolationCount 128 \
    setup_viol 0 \
    synth-main-ff-cell "dlxtn_1" \
    top_area_cell "dlxtn_1" \
    synth.most_common_cell "dlxtn_1" \
    synth_area_sq_um 3820 \
    warnings 33 \
    status "completed" \
    core_area_sq_um 7330 \
    synthDistinctLibCells 44 \
    r2r.worst_path.cells 2 \
    area_leaders "dlxtn_1 43%, ha_1 11%, and2_1 5.9%" \
    worstSetupEndpointType "flop" \
    num_vias 2766 \
    rr_startpoint "curr_state[4]" \
    grt_pass1_wl_um 11600 \
    clk_latency_ns 0.23 \
    clk_pin_slew_worst_paths_ns 0.04 \
    slew_violations 0 \
    hold_end "curr_state[6]" \
    cts.htree.levels 1 \
    antennaDiodeCount 0 \
    worst-r2r-setup-slack_ns 0.78 \
    final_hold_viol_count 0 \
    area_growth_pct 8.55 \
    p_total_w 0.00110 \
    ys_ff 118 \
    synth_cells 409 \
    synth.avg_cell_area_sq_um 9.34 \
    max_slew_margin_pct 50.5 \
    viasPerCell 5.31 \
    synth_top_area_share_pct 42.9 \
    criticalPathCategory "in -> reg" \
    dr.pass1.iters 4 \
    fill_cells 664 \
    tns_ns 0 \
    ys_area_sq_um 3820 \
    finalCritPeriodShare_pct 70.0 \
    io_buffer_count 23 \
    critical_path.max_fanout 5 \
    grt_pass1_vias 2351 \
    cap_violations 0 \
    fp-utilization_pct 52.1 \
    cp-start-kind "input pin" \
    yosys-top-cells-count "109 x dlxtn_1, 36 x and2_1, 34 x ha_1" \
    postRouteAntennaNets 0 \
]
[power by group]
group / internal, W / leakage [nW] / switching [W] / total [W]
registers: 0.000558 / 0.935 / 0.0000384 / 0.000596
logic: 0.0000873 / 0.920 / 0.000180 / 0.000267
clock network: 0.000163 / 0.0228 / 0.0000786 / 0.000241
[metal layers]
metal / track usage (%) / vias to the layer above / wire (um)
met5: 0 / - / 0
met4: 0.866 / 0 / 8
met3: 1.22 / 2 / 224
met2: 28.9 / 43 / 3210
met1: 33.9 / 1275 / 3840
li1: - / 1446 / -
[registers in the layout, indices dropped and copies added (netlist names)]
name and count:
sum 12, curr_state 8, vout 1, data_array 64, p_sum 12, count 4
_rst 1, i 4, m_sum 12
[worst max-delay path by stage]
stage         start            end  slack, ns
CTS             rst  curr_state[6]       0.51
global route    rst  curr_state[2]       0.43
finish          rst  curr_state[4]       0.51
[placed cells by master, fill, tap and decap left out, types with 9 or more instances in the layout]
| cell | count |
|---|---|
| nor2b_1 | 15 |
| inv_1 | 22 |
| dfxtp_1 | 9 |
| ha_1 | 34 |
| dlxtn_1 | 109 |
| and2_1 | 36 |
| nand2_1 | 27 |
| a21oi_1 | 15 |
| o21ai_0 | 15 |
| clkdlybuf4s50_1 | 23 |
| a222oi_1 | 14 |
| nor2_1 | 17 |
[cells by family after synthesis]
kind of cell / Yosys count / share of synthesized area [%]
muxes: 5 / 1.38
buffers and inverters: 38 / 4.36
adders and majority gates: 35 / 11.7
latches: 109 / 42.9
DFF: 9 / 4.72
xor gates and xnor gates: 9 / 2.06
AOI/OAI and AO/OA: 82 / 15.6
and+or+nand+nor: 122 / 17.4
[critical path: stages]
cell and delay, ns:
clkdlybuf4s50_1 0.46, nor2b_1 0.27, buf_4 0.20, a21oi_1 0.04
[final cells by class]
type	instances	area, sq um	share of cell area, %
sequential	118	1820	43.8
multi-input combinational	253	1840	44.3
timing repair buffer	24	238	5.73
clock buffer	4	45.0	1.09
tap	99	124	2.99
inverter	23	86.3	2.08
[per-stage QoR]
step | cells | hold WS [ns] | setup slack [ns] | instance area [sq um] | util (%)
2_1_floorplan | 409 | 0.368 | 0.717 | 3820 | -
3_3_place_gp | 517 | 0.449 | 0.293 | 4100 | 55.9
3_5_place_dp | 517 | 0.452 | 0.275 | 4100 | 55.9
4_1_cts | 521 | 0.460 | 0.510 | 4150 | 56.5
5_1_grt | 521 | 0.501 | 0.430 | 4150 | 56.5
6_report | 521 | 0.456 | 0.510 | 4150 | 56.5
Power figures rest on the tool's default switching activity, not on a simulated workload.
